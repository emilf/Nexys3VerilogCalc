==> flow/design.v <==
`timescale 1ns / 1ps
module ButtonDebounce
    #(
        parameter NR_OF_CLKS=4096,
        localparam COUNTER_WIDTH=(NR_OF_CLKS >= 'h100000 ? 20 : 
     NR_OF_CLKS >= 'h80000 ? 19 : 
     NR_OF_CLKS >= 'h40000 ? 18 : 
     NR_OF_CLKS >= 'h20000 ? 17 : 
     NR_OF_CLKS >= 'h10000 ? 16 : 
     NR_OF_CLKS >= 'h8000 ? 15 : 
     NR_OF_CLKS >= 'h4000 ? 14 : 
     NR_OF_CLKS >= 'h2000 ? 13 : 
     NR_OF_CLKS >= 'h1000 ? 12 : 
     NR_OF_CLKS >= 'h800 ? 11 : 
     NR_OF_CLKS >= 'h400 ? 10 : 
     NR_OF_CLKS >= 'h200 ? 9 : 
     NR_OF_CLKS >= 'h100 ? 8 : 
     NR_OF_CLKS >= 'h80 ? 7 : 
     NR_OF_CLKS >= 'h40 ? 6 : 
     NR_OF_CLKS >= 'h20 ? 5 : 
     NR_OF_CLKS >= 'h10 ? 4 : 
     NR_OF_CLKS >= 'h8 ? 3 : 
     NR_OF_CLKS >= 'h4 ? 2 : 1)
    )
    (
        input wire clk,
        input wire sig,
        output wire pls
    );
    reg [COUNTER_WIDTH-1:0] counter = {COUNTER_WIDTH{1'b0}};
    reg lastSig = 1'b0;
    reg stable = 1'b0;
    reg lastStable = 1'b0;
    assign pls = ((lastStable == 1'b0) && (stable == 1'b1)) ? 1'b1 : 1'b0;
    always @(posedge clk)
    begin
        if (sig == lastSig)
        begin
            if (counter == NR_OF_CLKS-1)
                stable <= lastSig;
            else
                counter <= counter + 1'b1;
        end
        else
        begin
            counter <= {COUNTER_WIDTH{1'b0}};
            lastSig <= sig;
        end
    end
    always @(posedge clk)
    begin
        lastStable <= stable;
    end
endmodule
`timescale 1ns / 1ps
module directconnection(
	input wire clk,
   input wire [7:0] sw,
	input wire [4:0] btn,
   output wire [7:0] Led,
	output wire [7:0] seg,
	output wire [3:0] an
   );
	wire add;
	wire sub;
	wire mul;
	wire div;
	wire rst;
	wire [6:0] inp;
	reg [15:0] cnt;
	assign inp = sw;
	assign Led = sw;
	LedDriver Display(.clk(clk), .value(cnt), .enable(4'b1111), .bcd(sw[7]), .SSEG_CA(seg), .SSEG_AN(an));
	ButtonDebounce add_button_debounce(.clk(clk), .sig(btn[0]), .pls(add));
	ButtonDebounce sub_button_debounce(.clk(clk), .sig(btn[4]), .pls(sub));
	ButtonDebounce mul_button_debounce(.clk(clk), .sig(btn[2]), .pls(mul));
	ButtonDebounce div_button_debounce(.clk(clk), .sig(btn[3]), .pls(div));
	ButtonDebounce rst_button_debounce(.clk(clk), .sig(btn[1]), .pls(rst));
	always @(posedge clk)
	begin
		if (add == 1'b1) 
			cnt <= cnt + inp;
		else if (sub == 1'b1)
			cnt <= cnt - inp;
		else if (mul == 1'b1)
			cnt <= cnt * inp;
		else if (div == 1'b1)
			cnt <= cnt / inp;
		else if (rst == 1'b1)
			cnt <= 15'b0;
	end
endmodule
`timescale 1ns / 1ps
module hex2bcd(sys_clk, HexIn, BCD_out, busy);
        input [15:0] HexIn;     
    input sys_clk;
    output reg [15:0] BCD_out = 0;
        output reg busy = 0;
       reg [3:0] digit0, digit1, digit2, digit3;
       wire carry0, carry1, carry2;
       reg [4:0] counter =0;
       assign carry0=(digit0>4);
       assign carry1=(digit1>4);
       assign carry2=(digit2>4);
       always @(posedge sys_clk) begin
              if (counter==0) begin
                     digit0<=0;
                     digit1<=0;
                     digit2<=0;
                     digit3<=0;
                     busy <= 1'b1;
                     counter <= counter + 1;
              end
              else if (counter<17) begin
                if (carry0)
                           digit0<={digit0-5,HexIn[16-counter]};
                else
                           digit0<={digit0[2:0],HexIn[16-counter]};
                if (carry1)
                           digit1<={digit1-5,carry0};
                else
                           digit1<={digit1[2:0],carry0};
                if (carry2)
                           digit2<={digit2-5,carry1};
                else
                           digit2<={digit2[2:0],carry1};
                digit3<={digit3[2:0],carry2};
                counter <= counter + 1;
              end 
              else if (counter == 17 ) begin
                     if( HexIn < 10000 )  
                           BCD_out <= {digit3,digit2,digit1,digit0};  
                     else
                           BCD_out <= 16'h9999;  
                     busy <= 1'b0;
                           counter <= 0;
              end
       end
endmodule
module LedDriver(input clk,
                 input [15:0] value,
                 input [3:0] enable,
					  input bcd,
                 output reg [7:0] SSEG_CA,
                 output reg [3:0] SSEG_AN);
  reg [1:0] state;
  reg [3:0] digit;
  reg [16:0] timer;
  wire [15:0] BCD_out;
  hex2bcd MyHex2BCD(clk, value, BCD_out, busy);
  always @(posedge clk) begin
    timer <= timer + 1;
    if (timer == 20000) begin
      timer <= 0;
      state <= state + 1;
    end
    case (state)
    0: begin SSEG_AN <= enable[0] ? 8'b11111110 : 8'b11111111; digit = bcd ? BCD_out[3:0] : value[3:0];  end
    1: begin SSEG_AN <= enable[1] ? 8'b11111101 : 8'b11111111; digit = bcd ? BCD_out[7:4] : value[7:4];  end
    2: begin SSEG_AN <= enable[2] ? 8'b11111011 : 8'b11111111; digit = bcd ? BCD_out[11:8] : value[11:8]; end
    3: begin SSEG_AN <= enable[3] ? 8'b11110111 : 8'b11111111; digit = bcd ? BCD_out[15:12] : value[15:12];end
    endcase
    case (digit)
    0: SSEG_CA  <= 8'b11000000;
    1: SSEG_CA  <= 8'b11111001;
    2: SSEG_CA  <= 8'b10100100;
    3: SSEG_CA  <= 8'b10110000;
    4: SSEG_CA  <= 8'b10011001;
    5: SSEG_CA  <= 8'b10010010;
    6: SSEG_CA  <= 8'b10000010;
    7: SSEG_CA  <= 8'b11111000;
    8: SSEG_CA  <= 8'b10000000;
    9: SSEG_CA  <= 8'b10010000;
    10: SSEG_CA <= 8'b10001000;  
    11: SSEG_CA <= 8'b10000011;  
    12: SSEG_CA <= 8'b10100111;  
    13: SSEG_CA <= 8'b10100001;  
    14: SSEG_CA <= 8'b10000110;  
    15: SSEG_CA <= 8'b10001110;  
    endcase
  end
endmodule
==> flow/run.sh <==
#!/bin/bash
# OpenROAD 26Q1-2900-gdf79404cd8, Yosys 0.63+post, stock flow scripts
make -C /OpenROAD-flow-scripts/flow DESIGN_CONFIG=/design/flow/config.mk WORK_HOME=/design/flow/orfs finish
==> flow/config.mk <==
export PLATFORM = sky130hd
export DESIGN_NAME = directconnection
export DESIGN_NICKNAME = directconnection
export VERILOG_FILES = /design/flow/design.v
export SDC_FILE = /design/flow/constraint.sdc
export NUM_CORES = 4
export LEC_CHECK = 1
export CORE_UTILIZATION = 50
==> flow/constraint.sdc <==
current_design directconnection

set clk_period 43.9
set clk_io_pct 0.2

create_clock -name clk0 -period $clk_period [get_ports {clk}]

set non_clock_inputs [all_inputs -no_clocks]
set_input_delay [expr $clk_period * $clk_io_pct] -clock clk0 $non_clock_inputs
set_output_delay [expr $clk_period * $clk_io_pct] -clock clk0 [all_outputs]
==> PnR_summary.wiki <==
== Implementation results ==
{| class="wikitable"
! Metric !! Value
|-
| EDFF count, synth || 49
|-
| Post-detailed-route via-to-cell ratio || 5.826
|-
| Met1 routing resource usage after global routing || 35.39%
|-
| GRT Overall Usage || 24.71%
|-
| Total clock buffers created by CTS || 17
|-
| Ranking of synthesized cells by area || sky130_fd_sc_hd__dfxtp_1, sky130_fd_sc_hd__ha_1, sky130_fd_sc_hd__edfxtp_1
|-
| Worst slack at placement || 2.257 ns
|-
| Stage delay of the slowest cell on the critical path || 0.61 ns
|-
| Detailed Place HPWL || 27980 um
|-
| Port Buf Inserts || 32
|-
| Crit Reg-Reg Endpoint || cnt[0]
|-
| Number of antenna cells inserted || 0
|-
| Final weighted congestion in routability-driven placement || 0.9225
|-
| Final design area excluding fillers || 17040 um2
|-
| Global routing usage on met2 || 40.99%
|-
| Placeable Area || 30750 um2
|-
| Dominant cell by count in the synthesized netlist || sky130_fd_sc_hd__nor2_1
|-
| Path type of the worst min-delay path || reg2reg
|-
| Final Critical Period || 40.82 ns
|-
| Register-to-Register Path Depth || 141
|-
| Final setup violation count || 0
|-
| Total die size || 32160 um2
|-
| Clock tree from TritonCTS || done
|-
| Fraction of final layout cells with drive strength greater than 1 || 7.340%
|-
| Die outline width || 179.3 um
|-
| Critical path class || in2reg
|-
| Most common cell type on the critical path || sky130_fd_sc_hd__o21a_1
|-
| Buffer and inverter count on the worst path || 7
|-
| Library cell with the largest summed area after synthesis || sky130_fd_sc_hd__dfxtp_1
|-
| Fmax achieved || 24.50 MHz
|-
| Area figure in the yosys stat output || 15720 um2
|-
| Commonest register cell after synthesis || sky130_fd_sc_hd__dfxtp_1
|-
| Startpoint of the worst register-to-register path || cnt[15]
|-
| Maximum number of pins on one net before global-route repair || 24
|-
| Most numerous cell types in the synthesized netlist || sky130_fd_sc_hd__nor2_1, sky130_fd_sc_hd__nand2_1, sky130_fd_sc_hd__ha_1
|-
| Total DRC errors in the routed layout || 0
|-
| Final hold violation count || 0
|-
| Worst setup slack for register-to-register paths || 11.87 ns
|-
| Global-route congestion overflow total || 0
|-
| Number of cells in the yosys synthesis report || 1868
|-
| Count of distinct cell types in the synthesized netlist || 101
|-
| Placed cell area || 16440 um2
|-
| Iteration-0 DRC Markers || 709
|-
| Clock Tree Root || sky130_fd_sc_hd__clkbuf_16
|-
| Yosys top cell area share || 13.88%
|-
| Crit share post-route || 92.99%
|-
| Maximum level of the CTS H-tree || 4
|-
| Initial cell density of the core || 51.13%
|-
| Insertion delay to the later sink of the worst-skew pair || 0.43 ns
|-
| Iteration tally of the first detailed-router pass || 6
|-
| Met3 Track Usage GR || 4.086%
|-
| Result of the run || completed
|-
| Mean routed wirelength per cell || 16.32 um
|-
| Hold Path Origin || div_button_debounce.stable
|-
| Number of violations of the max-capacitance limit || 0
|-
| Initial antenna violation count || 0
|-
| Num ports || 34
|-
| Async set-reset flop share out of synthesis || 0%
|-
| Number of buffers on the longest clock path || 2
|-
| Clock-pin slew of the registers on the worst-case setup and hold paths || 0.07 ns
|-
| Post-route clock skew || 0.01112 ns
|-
| Total standard cell area after synthesis || 15720 um2
|-
| Aggregate routed wire length || 37140 um
|-
| Cell count after synthesis || 1868
|-
| Via total after detailed routing || 13260
|-
| Family with the most delay on the worst path || AND-OR/OR-AND gates
|-
| Post-route setup slack || 3.078 ns
|-
| Kind of start point of the critical path || primary input
|-
| Critical-path cell with the highest stage delay || sky130_fd_sc_hd__or4b_2
|-
| Number of cells on the worst hold path || 0
|-
| Most heavily used metal layer in global routing || met2
|-
| Avg Cell Area, Syn || 8.416 um2
|-
| CTS Sinks || 158
|-
| Required arrival time at the worst endpoint || 44.08 ns
|-
| Top fanout value on the critical path || 18
|-
| Count of tool warnings || 51
|-
| Pin slew with the least headroom to its limit || 0.7418 ns
|-
| Setup bufs post-CTS || 0
|-
| Number of core rows || 64
|-
| Sequential cell area fraction in the yosys report || 23.24%
|-
| Remaining antenna violation count || 0
|-
| Number of global-route vias before repair || 12400
|-
| Global-route wire length before repair || 61530 um
|-
| Worst EP arrival || 41.00 ns
|-
| P&R area growth vs syn || 8.357%
|-
| Max-slew headroom || 49.76%
|-
| Capture endpoint of the worst hold path || div_button_debounce.lastStable
|-
| FF+latch count, synth || 158
|-
| Final-report max-slew violation count || 0
|-
| Die Y || 179.3 um
|-
| Syn. warnings || 5
|-
| Kind of end point of the critical path || flop
|}
worst max-delay path by stage:
stage	start	endpoint	slack, ns	cells past startpoint
after global routing	sw[0]	cnt[0]	-0.01	148
after CTS	sw[4]	cnt[0]	2.53	143
final	sw[0]	cnt[0]	3.08	145
area by class of cell:
class	count	area, um2
Timing Repair Buffer	67	583.1
Clock inverter	13	113.9
Inverter	129	484.2
Tap cell	396	495.5
Sequential cell	158	3654
Fill cell	2768	13710
Multi-Input combinational cell	1494	11250
Clock buffer	19	454.2
timing repair:
item / 4_1_cts / 5_1_grt
endpoints found under the setup margin: 0 / 1
hold buffers: 0 / 0
gates resized: 0 / 6
stage by stage:
stage,utilization [%],std cells,TNS (ns),hold slack [ns]
final,55.40,2276,0,0.3595
after global routing,55.40,2276,-0.01138,0.3680
after floorplan,-,1868,0,0.3399
after detailed placement,53.46,2244,0,0.3505
after CTS,55.31,2276,0,0.3606
after global placement,53.46,2244,0,0.3491
kinds of logic after synthesis:
family	synth area share, %
AND-OR/OR-AND	20.58
adder cells (fa/ha/maj)	19.45
multiplexers	4.194
other	0.02385
flip-flops	23.24
AND/OR/NAND/NOR	20.48
XOR/XNOR	6.574
buffers and inverters	5.460
placed cells by master (no fill, tap or decap), types with 52 or more instances in the layout:
cell type | synthesis | routed
sky130_fd_sc_hd__xnor2_1 | 65 | 65
sky130_fd_sc_hd__ha_1 | 158 | 158
sky130_fd_sc_hd__nor3_1 | 63 | 62
sky130_fd_sc_hd__fa_1 | 54 | 54
sky130_fd_sc_hd__nor2_1 | 175 | 174
sky130_fd_sc_hd__o21a_1 | 52 | 52
sky130_fd_sc_hd__inv_1 | 129 | 129
sky130_fd_sc_hd__dfxtp_1 | 109 | 109
sky130_fd_sc_hd__o21ai_0 | 56 | 55
sky130_fd_sc_hd__nand2_1 | 168 | 168
sky130_fd_sc_hd__nand3_1 | 55 | 55
sky130_fd_sc_hd__a21oi_1 | 113 | 113
sky130_fd_sc_hd__xor2_1 | 53 | 53
state kept, by name (all words and copies together), names as in the netlist, 2 cells and up:
register and cells:
Display.SSEG_AN 4, Display.MyHex2BCD.counter 5, mul_button_debounce.counter 12, Display.MyHex2BCD.digit0 4, Display.MyHex2BCD.digit2 4, Display.MyHex2BCD.digit3 4
add_button_debounce.counter 12, cnt 16, Display.MyHex2BCD.digit1 4, Display.timer 17, Display.MyHex2BCD.BCD_out 16, rst_button_debounce.counter 12
sub_button_debounce.counter 12, Display.SSEG_CA 7, div_button_debounce.counter 12, Display.state 2
layer usage:
metal / share of wire [%] / up-vias
li1: - / 6737
met1: 46 / 6238
met3: 4.2 / 45
met2: 48 / 239
met4: 1.8 / 0
met5: 0 / -
